===== flow/design.v =====
`timescale 1ns / 1ps
module Teclado(
    input clk,
    input [3:0] col,
	 output reg isReady,
	 output reg [3:0] row,
    output reg [3:0] key
    );
	 reg [1:0] scan;
	 reg [26:0] counter;
	 reg delay;
	 always @(posedge clk)begin  
		if (counter == 2500000)
		begin
			counter <= 0;
			delay <= delay +1;
			end
		else
			counter<=counter + 1;
	  end
	 always @(posedge delay) begin
		scan = scan + 1;
		isReady = 1;
		case(scan)
			0:row <= 4'b1000;
			1:row <= 4'b0100;
			2:row <= 4'b0010;
			3:row <= 4'b0001;
			default: row <= 0;
		endcase
		if(col[3] || col[2] || col[1] || col[0])begin
			isReady = 0;
			if(row == 4'b1000)
				case(col)
					'b1000: key <= 'd1;
					'b0100: key <= 'd2;
					'b0010: key <= 'd3;
					'b0001: key <= 'd10;
				endcase
			if(row == 4'b0100)
				case(col)
					'b1000: key <= 'd4;
					'b0100: key <= 'd5;
					'b0010: key <= 'd6;
					'b0001: key <= 'd11;
				endcase
			if(row == 4'b0010)
				case(col)
					'b1000: key <= 'd7;
					'b0100: key <= 'd8;
					'b0010: key <= 'd9;
					'b0001: key <= 'd12;
				endcase
			if(row == 4'b0001)
				case(col)
					'b1000: key <= 'd15;
					'b0100: key <= 'd0;
					'b0010: key <= 'd14;
					'b0001: key <= 'd13;
				endcase
		end
	 end
endmodule

===== flow/run.sh =====
#!/bin/bash
# OpenROAD 26Q1-2900-gdf79404cd8, Yosys 0.63+post, stock flow scripts
make -C /OpenROAD-flow-scripts/flow DESIGN_CONFIG=/design/flow/config.mk WORK_HOME=/design/flow/orfs finish

===== flow/config.mk =====
export PLATFORM = sky130hd
export DESIGN_NAME = Teclado
export DESIGN_NICKNAME = Teclado
export VERILOG_FILES = /design/flow/design.v
export SDC_FILE = /design/flow/constraint.sdc
export NUM_CORES = 4
export LEC_CHECK = 1
export CORE_UTILIZATION = 40

===== flow/constraint.sdc =====
current_design Teclado

set clk_period 4.6
set clk_io_pct 0.2

create_clock -name clk0 -period $clk_period [get_ports {clk}]

set non_clock_inputs [all_inputs -no_clocks]
set_input_delay [expr $clk_period * $clk_io_pct] -clock clk0 $non_clock_inputs
set_output_delay [expr $clk_period * $clk_io_pct] -clock clk0 [all_outputs]

==> flow_summary.toml <==
# physical design summary
[clock_network]
clk_path_buf_depth = 2
htree_num_levels = 1
numCtsBuffers = 3
postCtsSetupBuffers = 0
cts.clk_slew.worst_paths_ps = 90
post_cts_resized = 0
clockRootBuffer = "clkbuf_8"
clock_latency_ps = 270
cts_tree = "built"
cts_hold_buffers = 0

[worst_setup_path]
r2r-end = "delay"
cp-end-kind = "flop"
start_kind = "flop"
critPathKind = "flop to flop"
r2r_slack_ps = 2620
cp.required_ps = 4590
arrival_ps = 1970
rr_worst_depth = 4
r2r_start = "counter[9]"
worstPathMaxFanout = 7

[drt]
routed_via_density = 5.14
drc_errors = 0
drtPass1Iterations = 4
wl_um = 3640
antenna_left = 0
vias = 1553
routedWlPerCell_um = 12.1
num_antenna_cells = 0
drtIter0Drc = 71

[worst_hold_path]
holdPathEnd = "counter[26]"
hp-start = "counter[26]"
whs_path_depth = 1
min_path_type = "flop to flop"

[sta]
rsz0062_at_grt = "no"
timing.final.setup_violations = 0
unconstrained_endpoints = 24
clock-skew-final_ps = 2.25
setup_tns_ps = 0
fmax_ghz = 0.506
final_hold_viol_count = 0
worst_slack_ps = 2620
timing.slew.headroom_pct = 48.5
tightest_slew_ps = 762
finalMaxSlewViolations = 0
unclocked_regs = 11
post-route-min-period_ps = 1980
period_used_pct = 42.9

[cells_and_area]
fillers = 489
layout-drive-gt1-share_pct = 5.96
stdcell_area_mm2 = 0.00228
logic_area_mm2 = 0.00113
syn2layout_area_growth_pct = 11.6
fin_cells = 302
regArea_um2 = 831

[die]
core.rowCount = 25
die-width_um = 73.5
die_y_um = 73.5
die_area_mm2 = 0.00539
num_io_pins = 14
fp_util_pct = 42.4
core_area_mm2 = 0.00482

[synth]
synth-edff-count = 5
ys_types = 49
ys_seq_share_pct = 40.7
ys.warnings.count = 1
synth.avg_cell_area_um2 = 9.00
postSynth.asyncResetShare_pct = 0
ff_type = "dfxtp_1"
yosys_cells = 227
syn_inst = 227
ys_ff = 39
netlist_area_mm2 = 0.00204
ys_area_mm2 = 0.00204

[global_routing]
grt_max_degree = 21
overflow = 0
grt_pass1_vias = 1489
grt_pass1_wl_um = 6670
grtUsageTotal_pct = 15.9
grt_antenna_before_repair = 0

[placed_design]
gp_congestion = 0.816
port_buffers = 13
post_dp_cell_area_mm2 = 0.00222
pre_cts_slack_ps = 2640
dp.cells = 298
dpl.hpwl_um = 2690

[power]
ir_worst_vdd_mv = 0.183
cellPowerDensity_mw_per_mm2 = 185
leakage_nw = 0.822

[run]
warnings = 29
maxCapViolations = 0

[run_status]
status = "complete, no violations"
==> through the flow <==
stage | power, mW | util [%] | hold slack [ps]
floorplan | 0.272 | - | 435
global placement | 0.279 | 46.2 | 462
detailed placement | 0.279 | 46.2 | 464
CTS | 0.427 | 47.3 | 478
global route | 0.439 | 47.3 | 496
finish | 0.422 | 47.3 | 479
==> cell usage after synthesis, drive strengths merged, types with 2 or more instances <==
library cell / instances / area share (%)
o31ai: 3 / 1.1
a211oi: 2 / 0.74
and4: 2 / 0.98
xnor2: 18 / 7.7
a31oi: 2 / 0.61
buf: 3 / 0.92
and3: 4 / 1.2
nor2: 21 / 4.2
inv: 12 / 2.2
or3: 2 / 0.61
a21oi: 8 / 2.0
dfxtp: 34 / 33
ha: 6 / 3.7
nor2b: 3 / 0.92
edfxtp: 5 / 7.4
xor2: 11 / 5.1
nor3: 3 / 0.74
nand3: 17 / 4.2
o21ai: 7 / 1.7
nor4: 4 / 1.2
o211ai: 2 / 0.74
a21boi: 4 / 1.5
and2: 3 / 0.92
nand2: 17 / 3.1
clkbuf: 7 / 1.3
nor4b: 6 / 3.2
nand4: 5 / 1.8
==> kinds of logic (layout without fill, tap and decap cells) <==
group / after synthesis / in the layout / synth area share (%)
AND-OR/OR-AND: 40 / 40 / 13.6
adder cells (fa/ha/maj): 6 / 6 / 3.68
AND/OR/NAND/NOR: 91 / 91 / 24.8
XOR/XNOR: 29 / 29 / 12.8
buffers and inverters: 22 / 30 / 4.41
flip-flops: 39 / 39 / 40.7
==> state kept, by name (all words and copies together) (netlist names) <==
name	count
isReady	1
delay	1
counter	27
key	4
row	4
scan	2
==> how the worst max path moves through the flow <==
stage | startpoint | to | slack (ps)
after global routing | counter[9] | delay | 2440
final | counter[9] | delay | 2620
after CTS | counter[2] | counter[25] | 2590
==> final cells by class <==
class                   count  area share, %
well taps                  67           3.68
inverters                  12           1.98
clock buffers               4           2.41
repair buffers             14           6.04
flip-flops and latches     39           36.4
multi-input cells         166           49.5
==> cells in the final DEF, fill, tap and decap left out, types with 4 or more instances in the layout <==
cell / n
inv_1: 12
and3_1: 4
xnor2_1: 18
dfxtp_1: 34
clkbuf_8: 4
nor2_1: 20
edfxtp_1: 5
nor4b_1: 4
nand4_1: 4
xor2_1: 10
clkdlybuf4s50_1: 13
o21ai_0: 7
nand2_1: 17
a21oi_1: 8
nand3_1: 17
a21boi_0: 4
ha_1: 6
==> routing by layer <==
| layer | vias up | track usage, % | routed length [um] |
|---|---|---|---|
| met3 | 2 | 1.25 | 84 |
| met1 | 709 | 26.3 | 1930 |
| li1 | 823 | - | - |
| met5 | - | 0 | 0 |
| met2 | 19 | 24.6 | 1620 |
| met4 | 0 | 1.28 | 12 |
==> power breakdown <==
part / switching [mW] / leakage (nW) / internal [mW] / total (mW)
clock: 0.0716 / 0.0288 / 0.0765 / 0.148
combinational: 0.0189 / 0.467 / 0.0106 / 0.0295
sequential: 0 / 0.326 / 0.244 / 0.244
==> critical path: stages (launching register included) <==
cell	delay (ps)
dfxtp_1	360
nor4_1	350
nand4_1	150
nor4_2	580
buf_4	250
Power is estimated from default activity; no workload was simulated.
